==> ./design.v <==
`resetall
`timescale 1ns / 1ps
`default_nettype none
module rmii_mii_converter # 
(
    parameter TARGET = "GENERIC"
)
(
    input  wire rst,
    output  reg                      mii_rx_clk,
    output  reg [3:0]                mii_rxd,
    output  reg                      mii_rx_dv,
    output  reg                      mii_rx_er,
    output  reg                      mii_tx_clk,
    input   wire [3:0]               mii_txd,
    input   wire                     mii_tx_en,
    input   wire                     mii_tx_er,
    input  wire [1:0]                rmii_rxd,
    input  wire                      rmii_rx_er,  
    input  wire                      rmii_crs_dv,
    output reg [1:0]                 rmii_txd,
    output reg                       rmii_tx_en,
    input  wire                      rmii_ref_clk
);
reg mii_clk_reg = 1'b0; 
assign mii_rx_clk = mii_clk_reg;
assign mii_tx_clk = mii_clk_reg;
always_ff @(posedge rmii_ref_clk, posedge rst) begin 
    if (rst) begin
        mii_clk_reg <= 1'b0;
    end else begin
        mii_clk_reg <= !mii_clk_reg;
    end
end
reg [3:0] mii_rxd_reg;
reg       mii_rx_dv_reg;
reg       mii_rx_er_reg;
reg [3:0] mii_rxd_next;
reg [3:0] mii_rxd_next_reg;
reg [3:0] mii_rxd_int;   
reg [3:0] mii_rxd_int_reg;
reg       mii_rx_dv_next;
reg       mii_rx_dv_next_reg;
reg       mii_rx_er_next;
reg [1:0] rmii_rxd_reg;
reg       rmii_crs_dv_reg;
assign mii_rxd   = mii_rxd_reg;
assign mii_rx_dv = mii_rx_dv_reg;
assign mii_rx_er = mii_rx_er_reg;
localparam [2:0]
    STATE_IDLE = 3'd0,
    STATE_RX_SYNC = 3'd1,
    STATE_RX_ASYNC = 3'd2,
    STATE_RX_PRE_SYNC = 3'd3,
    STATE_RX_PRE_ASYNC = 3'd4;
reg [2:0] state_reg;
reg [2:0] state_next;
always_ff @(posedge rmii_ref_clk, posedge rst) begin 
    if (rst) begin
        state_reg     <= STATE_IDLE;
        mii_rxd_next_reg   <= 4'b0;
        mii_rxd_int_reg    <= 4'b0;
        mii_rx_dv_next_reg <= 1'b0;
    end else begin
        state_reg          <= state_next;
        mii_rxd_next_reg   <= mii_rxd_next;
        mii_rxd_int_reg    <= mii_rxd_int;
        mii_rx_dv_next_reg <= mii_rx_dv_next;
        rmii_rxd_reg       <= rmii_rxd;
        rmii_crs_dv_reg    <= rmii_crs_dv;
    end
end
always_ff @(posedge mii_clk_reg, posedge rst) begin
    if (rst) begin
        mii_rxd_reg   <= 4'b0;
        mii_rx_dv_reg <= 1'b0;
        mii_rx_er_reg <= 1'b0;
    end else begin
        mii_rxd_reg   <= mii_rxd_next;
        mii_rx_dv_reg <= mii_rx_dv_next;
        mii_rx_er_reg <= mii_rx_er_next;
    end 
end
always_comb begin
    state_next     <= state_reg;
    mii_rx_er_next <= mii_rx_er_reg;
    mii_rx_dv_next <= mii_rx_dv_reg;
    mii_rxd_next   <= mii_rxd_reg;
    mii_rxd_int    <= mii_rxd_reg;
    case (state_reg)
        STATE_IDLE: begin
            if (rmii_crs_dv) begin
                state_next <= mii_rx_clk == 1'b1 ? STATE_RX_PRE_SYNC : STATE_RX_PRE_ASYNC;
            end
        end
        STATE_RX_PRE_SYNC: begin 
            if (mii_rx_clk) begin    
                mii_rxd_int      <= {rmii_rxd_reg, mii_rxd_int_reg[1:0]};
                mii_rxd_next     <= mii_rxd_next_reg;
                mii_rx_dv_next   <= rmii_crs_dv_reg;  
            end else begin           
                mii_rxd_next     <= mii_rxd_int_reg;
                mii_rxd_int      <= {mii_rxd_int_reg[3:2], rmii_rxd_reg};
                mii_rx_er_next   <= rmii_rx_er; 
                mii_rx_dv_next   <= mii_rx_dv_next_reg;
            end
            if (rmii_crs_dv && (rmii_rxd == 2'b11)) begin
                state_next <= mii_rx_clk == 1'b1 ? STATE_RX_ASYNC : STATE_RX_SYNC;
            end
        end
        STATE_RX_PRE_ASYNC: begin
            if (mii_rx_clk) begin     
                mii_rxd_int      <= {mii_rxd_int_reg[3:2], rmii_rxd_reg};
                mii_rxd_next     <= mii_rxd_next_reg;
            end else begin           
                mii_rxd_int       <= {rmii_rxd_reg, mii_rxd_int_reg[1:0]};
                mii_rxd_next      <= {rmii_rxd_reg, mii_rxd_int_reg[1:0]};
                mii_rx_dv_next    <= rmii_crs_dv_reg;  
                mii_rx_er_next    <= rmii_rx_er;  
            end
            if (rmii_crs_dv && (rmii_rxd == 2'b11)) begin
                state_next <= mii_rx_clk == 1'b1 ? STATE_RX_ASYNC : STATE_RX_SYNC;
            end
        end
        STATE_RX_SYNC: begin
            if (mii_rx_clk) begin    
                mii_rxd_int      <= {rmii_rxd_reg, mii_rxd_int_reg[1:0]};
                mii_rxd_next     <= mii_rxd_next_reg;
                mii_rx_dv_next   <= rmii_crs_dv_reg;  
            end else begin           
                mii_rxd_next     <= mii_rxd_int_reg;
                mii_rxd_int      <= {mii_rxd_int_reg[3:2], rmii_rxd_reg};
                mii_rx_er_next   <= rmii_rx_er; 
                mii_rx_dv_next   <= mii_rx_dv_next_reg;
            end
            if (!rmii_crs_dv && !mii_rx_dv) begin
                state_next <= STATE_IDLE;
            end
        end
        STATE_RX_ASYNC: begin
            if (mii_rx_clk) begin     
                mii_rxd_int      <= {mii_rxd_int_reg[3:2], rmii_rxd_reg};
                mii_rxd_next     <= mii_rxd_next_reg;
            end else begin           
                mii_rxd_int       <= {rmii_rxd_reg, mii_rxd_int_reg[1:0]};
                mii_rxd_next      <= {rmii_rxd_reg, mii_rxd_int_reg[1:0]};
                mii_rx_dv_next    <= rmii_crs_dv_reg;  
                mii_rx_er_next    <= rmii_rx_er;  
            end
            if (!rmii_crs_dv&& !mii_rx_dv) begin
                state_next <= STATE_IDLE;
            end
        end
    endcase
end
reg [1:0] rmii_txd_reg;
reg       rmii_tx_en_reg;
reg [3:0] rmii_txd_next;
reg       mii_tx_en_reg;
assign rmii_tx_en = rmii_tx_en_reg; 
assign rmii_txd   = rmii_txd_reg;
always_ff @(posedge rmii_ref_clk, posedge rst) begin
    if (rst) begin
        rmii_tx_en_reg <= 1'b0;
        rmii_txd_reg   <= 2'b0;
        mii_tx_en_reg  <= 1'b0;
        rmii_txd_next  <= 2'b0;
    end else begin
        if (mii_rx_clk) begin   
            rmii_txd_reg  <= rmii_txd_next[3:2];  
            rmii_txd_next <= mii_txd; 
            mii_tx_en_reg <= mii_tx_en;
        end else begin          
            rmii_txd_reg  <= rmii_txd_next[1:0];  
        end 
        rmii_tx_en_reg <= mii_tx_en_reg;
    end
end
endmodule
`resetall
==> ./run.sh <==
#!/bin/bash
# OpenROAD 26Q1-2900-gdf79404cd8, Yosys 0.63+post, stock flow scripts
make -C /OpenROAD-flow-scripts/flow DESIGN_CONFIG=/design/flow/config.mk WORK_HOME=/design/flow/orfs finish
==> ./config.mk <==
export PLATFORM = sky130hd
export DESIGN_NAME = rmii_mii_converter
export DESIGN_NICKNAME = rmii_mii_converter
export VERILOG_FILES = /design/flow/design.v
export SDC_FILE = /design/flow/constraint.sdc
export NUM_CORES = 4
export LEC_CHECK = 1
export CORE_AREA = 10 10 100 100
export DIE_AREA = 0 0 110 110
==> ./constraint.sdc <==
current_design rmii_mii_converter

set clk_period 2.4
set clk_io_pct 0.2

create_clock -name clk0 -period $clk_period [get_ports {rmii_ref_clk}]

set non_clock_inputs [all_inputs -no_clocks]
set_input_delay [expr $clk_period * $clk_io_pct] -clock clk0 $non_clock_inputs
set_output_delay [expr $clk_period * $clk_io_pct] -clock clk0 [all_outputs]
==> impl_metrics.csv <==
group,metric,value,unit
flow_run,drv_cap,0,
die,core-area,7810,µm²
global_route,grtUsageTotal,4.63,%
routing,route.detailed.drc,0,
yosys,edf_count,3,
timing,rsz0062_at_grt,"false",
die,die_y,110,µm
yosys,yosysTopAreaCell,"dfrtp_1",
yosys,synth_flops,32,
routing,wirelength,2670,µm
timing,drv_slew,0,
die,num_rows,32,
yosys,ff_type,"dfrtp_1",
hold_path,hp-class,"reg -> reg",
yosys,synth.most_common_cell,"dfrtp_1",
clocking,cts_max_path_buffers,2,
finish,regArea,817,µm²
global_route,grt_overflow,0,
yosys,yosysWarnings,8,
timing,timing.final.crit_period,1.96,ns
clocking,root_buffer,"clkbuf_8",
finish,area_growth,30.0,%
global_route,grt_max_degree,21,
routing,drt_iter0_markers,76,
yosys,synth_area,1310,µm²
finish,logic_area,452,µm²
run_status,status,"complete, no violations",
worst_setup_path,cp_cell_sequence,"clkdlybuf4s50_1",
yosys,ys_chip_area,1310,µm²
timing,setup_tns,0,ns
yosys,xor_share,0,%
timing,fin_skew,0.00497,ns
worst_setup_path,crit_family,"flip-flops",
power,p_leak,0.685,nW
finish,largest_register_ffs,5,
worst_setup_path,crit_fanout,14,
timing,max_freq,0.511,GHz
routing,firstDrtPassIters,4,
worst_setup_path,crit_required,1.92,ns
routing,wl_per_cell,11.1,µm
global_route,grt_pass1_vias,940,
yosys,topCellsByArea,"dfrtp_1, edfxtp_1, nand2_1",
yosys,yosysSeqAreaShare,62.2,%
yosys,synth_area_per_cell,11.3,µm²
timing,period_used_share,81.5,%
timing,relSlewSlack,68.3,%
finish,final_cell_count_no_fill,240,
die,die-area,12100,µm²
placement,numPortBuffers,21,
power,ir_drop,355,µV
clocking,clk_latency,0.27,ns
yosys,top_logic_kind,"simple AND/OR/NAND/NOR gates",
yosys,aoi_share,12.7,%
timing,worst_slew_pin_slew,0.476,ns
routing,vias_per_cell,3.84,
timing,hold_viol_final,0,
finish,drive_gt1_share,10.1,%
clocking,cts_resized,0,
yosys,mux_share,6.48,%
routing,insertedDiodeCount,0,
yosys,netlist_instances,116,
timing,untimed_endpoints,12,
worst_setup_path,critPathLaunchType,"flop",
finish,design_area,1710,µm²
global_route,antenna_found_initial,0,
yosys,async_flop_share,90.6,%
placement,place_hpwl,2040,µm
yosys,yosys.area_share.simple,15.2,%
worst_setup_path,cp.arrival,1.48,ns
worst_setup_path,end_kind,"output pin",
die,ioPinCount,23,
power,powerDensity,634,nW/µm²
clocking,cts_buffers,3,
worst_setup_path,critPathMaxStageDelay,0.65,ns
placement,place_area,1640,µm²
flow_run,warnings,26,
worst_setup_path,slowest_stage,"dfrtp_1",
die,die_w,110,µm
clocking,cts_hold_buf,0,
timing,unclocked_regs,6,
yosys,synthAdderAreaFrac,0,%
yosys,top_cell_area_share,53.3,%
placement,place.gp.congestion,0.835,
global_route,grt_pass1_wl,4600,µm
yosys,yosysUniqueCellTypes,34,
placement,placed_cells,236,
routing,ant_nets,0,
yosys,top_cells_by_count,"dfrtp_1, nand2_1, nor2_1",
worst_setup_path,critPathBufInv,1,
clocking,post-cts-setup-buffers,0,
die,fp_util,16.8,%
routing,vias,922,
clocking,cts.htree.levels,1,
yosys,ys_cells,116,
timing,setup_violations,0,
clocking,clkTransAtPathRegs,0.09,ns
clocking,cts_tree,"built",
worst_setup_path,worstSetupPathType,"reg -> out",
finish,nFillCells,840,
power breakdown:
| part | switching, W | internal, W | total, W |
|---|---|---|---|
| logic | 0.000112 | 0.0000823 | 0.000194 |
| clock network | 0.000138 | 0.000223 | 0.000361 |
| registers | 0.0000280 | 0.000500 | 0.000528 |
metrics by stage:
| step | total power [W] | hold slack [ns] | worst slack, ns | util [%] |
|---|---|---|---|---|
| after floorplan | 0.000676 | 0.350 | 0.868 | - |
| after global placement | 0.000729 | 0.359 | 0.712 | 21.0 |
| after detailed placement | 0.000733 | 0.362 | 0.686 | 21.0 |
| after CTS | 0.00110 | 0.384 | 0.377 | 21.9 |
| after global routing | 0.00114 | 0.398 | 0.332 | 21.9 |
| final | 0.00108 | 0.380 | 0.443 | 21.9 |
per-layer routing:
layer	track usage, %	vias to the layer above	share of wire, %
met5	0	-	0
met4	0.372	0	1.0
met3	1.65	2	7.9
met2	6.86	28	44
met1	6.68	435	47
li1	-	457	-
cell type report:
class | instances | area share (%)
multi-input cells | 76 | 26.4
repair buffers | 24 | 13.6
clock buffers | 3 | 2.42
inverters | 2 | 0.440
clock inverters | 1 | 1.76
well taps | 102 | 7.47
flip-flops and latches | 32 | 47.8
cell families after synthesis:
logic type             Yosys count
AND-OR/OR-AND                   24
buffers and inverters            8
flip-flops                      32
multiplexers                     8
AND/OR/NAND/NOR                 44
worst paths after layout:
path | from | endpoint | slack (ns) | depth (start not counted)
hold reg to reg | mii_tx_en_reg | rmii_tx_en_reg | 0.38 | 0
max in group asynchronous | rst | mii_tx_en_reg | 1.38 | 3
min in group asynchronous | rst | state_reg[2] | 0.48 | 2
setup reg to reg | mii_clk_reg | mii_rxd_int_reg[1] | 0.78 | 3
hold / removal | mii_tx_en_reg | rmii_tx_en_reg | 0.38 | 0
setup / recovery | mii_clk_reg | mii_tx_clk | 0.44 | 1
placed cells by master (no fill, tap or decap), types with 4 or more instances in the layout:
cell	instances
nor3_1	5
o21ai_0	5
clkdlybuf4s50_1	21
dfrtp_1	28
mux2i_1	4
nor2_1	11
nand2_1	17
Power is estimated from default activity; no workload was simulated.
